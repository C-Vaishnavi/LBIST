<file path="/design/flow/config.mk">
export PLATFORM = sky130hd
export DESIGN_NAME = RAM1
export DESIGN_NICKNAME = RAM1
export VERILOG_FILES = /design/flow/design.v
export SDC_FILE = /design/flow/constraint.sdc
export NUM_CORES = 4
export LEC_CHECK = 1
export CORE_UTILIZATION = 30
</file>
<file path="/design/flow/constraint.sdc">
current_design RAM1

set clk_period 50.2
set clk_io_pct 0.2

create_clock -name clk0 -period $clk_period [get_ports {clk}]

set non_clock_inputs [all_inputs -no_clocks]
set_input_delay [expr $clk_period * $clk_io_pct] -clock clk0 $non_clock_inputs
set_output_delay [expr $clk_period * $clk_io_pct] -clock clk0 [all_outputs]
</file>
<file path="/design/flow/design.v">
`timescale 1ns / 1ps
module RAM1( data_out ,con_addr ,  data_in , wr, clk
    );
input [7:0] data_in;
input  wr, clk;
output [7:0] con_addr;
reg[7:0] addr;
output  [7:0] data_out;
reg [7:0] mem [255:0] ;
initial
begin
 addr = 8'b0;
 end
assign data_out = mem[addr] ;
always @ (posedge clk ) 
begin
if(data_in)
begin
 if(wr ) 
 begin
 addr = addr +1;
 mem[addr] <= data_in ;
 end
 end
end
  assign con_addr = addr;
endmodule
</file>
<file path="/design/flow/run.sh">
#!/bin/bash
# OpenROAD 26Q1-2900-gdf79404cd8, Yosys 0.63+post, stock flow scripts
make -C /OpenROAD-flow-scripts/flow DESIGN_CONFIG=/design/flow/config.mk WORK_HOME=/design/flow/orfs finish
</file>
==> run notes <==
yosys + openroad results -> CP required 40160 ps, layout cells sized above 1 0.187, DR DRC count 0, maxcap violations 0, post-placement cell count between 7000 and 8000, ys async rst share 0, min-delay src addr[6], CTS tree built, Unique cell types 70, Fin Hold WS 938 ps, total leakage power between 20 and 30 nW, Critical Path Start Type flip-flop, Net Sw Frac 0.231, level count of the clock H-tree 4, IO Pins 26, Pins Over Slew Limit 0, clk sink count roughly 2100, Clk pwr share 0.396, clk root buf clkbuf_16, CTS Hold Bufs 0, post-route clock skew approximately 68 ps, first-pass GRT wire length 310 mm, kind of critical path flip-flop to output port, GRT Overall Usage 0.170, DPL Wire Length 132 mm, TNS Setup 0 ps, IO buf count 25, Final setup viols 0, f_max 59.7 MHz, status finished clean, Worst-path clk slew 70 ps, CP max FO 82, Final period util 0.334, Yosys Warn Count 1, Final Hold Viols 0, drt total wl around 210 mm, vias in the first global route 43200, Worst Setup SP addr[0], worst min path class flip-flop to flip-flop, Critical Path AT 6700 ps, largest net degree at the start of global routing slightly below 100, iteration-0 DRC count of the detailed router 3077, width of the die 521 um, power per cell area 39.6 nW/um2, Slew @ Worst Pin roughly 1200 ps, Post-DRT Antenna Nets 0, Initial Util 0.302, Avg WL per Cell 27.3 um, RSZ-0062 raised after global routing false, Gate power share 0.080, Fillers around 25000, register share after synthesis 0.765, Longest Clk Path Bufs 3, via count 40600, r2r startpoint addr[1], first drt pass iteration count 5, CTS buffer count 193, NetSw 0.837 mW, Synth flops 2056, vias per inst 5.16, gpl congestion 0.926, Cell Area, Synth 80700 um2, Layout area overhead 13.2%, VDD IR-drop max 0.0473 mV, remaining global-route overflow 0, ys flop type edfxtp_1, Core Area roughly 270000 um2, CTS resizes 0, CP Capture Type output port, post-synthesis cell count 4033, Yosys Chip Area 80700 um2, Rel. slew slack 0.197, Post-CTS Setup Inserts 0, # Cells Yosys ~4000, crit path time final 16740 ps, mean post-synth cell area 20.0 um2, EDFF count, synth around 2000, antenna violations before repair 7, Post-Layout Cell Count 7875, Sequential Power Share 0.524, cell row count 190, Log Warnings 29, die height 521 um, internal power 2.78 mW, Die ar. 271000 um2, Insertion Delay late pin 860 ps
registers in the layout (all words and copies together) (netlist names):
register	cells
addr	8
mem	2048
through the flow:
step	area, um2	utilization	setup WS [ps]	power [mW]
2_1_floorplan	80700	-	37920	2.08
3_3_place_gp	85200	0.318	33450	2.22
3_5_place_dp	85200	0.318	34310	2.22
4_1_cts	91400	0.341	33360	3.65
5_1_grt	91400	0.341	33230	3.72
6_report	91400	0.341	33460	3.62
power groups by stage:
stage	sequential (mW)	combinational [mW]	clock [mW]
6_report	1.90	0.291	1.43
5_1_grt	1.90	0.307	1.51
4_1_cts	1.90	0.292	1.46
placed cells by master (no fill, tap or decap), types with 68 or more instances in the layout:
master	count
edfxtp_1	2056
mux2i_1	359
mux4_2	348
nor2_1	318
clkbuf_16	195
buf_4	141
o221ai_1	133
a21oi_1	80
o22ai_1	75
nor3_1	72
nand2_1	68
cells in the mapped netlist (all sizes together) (3+ instances only):
master | count | area share
nor2b | 6 | 0.00047
mux2 | 6 | 0.00084
mux4 | 354 | 0.099
nand4b | 3 | 0.00040
a31oi | 4 | 0.00031
o221ai | 135 | 0.015
a221o | 4 | 0.00050
inv | 8 | 0.00037
or4 | 3 | 0.00028
a221oi | 6 | 0.00065
and2 | 10 | 0.00078
o31ai | 7 | 0.00065
nor4bb | 3 | 0.00037
or3 | 3 | 0.00023
o21ai | 31 | 0.0019
mux2i | 359 | 0.045
nor4 | 38 | 0.0030
a22oi | 24 | 0.0022
nand2b | 5 | 0.00039
a22o | 7 | 0.00076
xnor2 | 5 | 0.00054
a21oi | 80 | 0.0050
and4b | 3 | 0.00037
nand4 | 11 | 0.00085
buf | 129 | 0.014
nor3 | 72 | 0.0045
nor2 | 318 | 0.015
nand2 | 69 | 0.0032
o311ai | 4 | 0.00043
a2111oi | 10 | 0.0011
nand3 | 22 | 0.0014
edfxtp | 2056 | 0.76
clkbuf | 117 | 0.0054
a211oi | 11 | 0.0010
o211ai | 3 | 0.00028
ha | 4 | 0.00062
o22ai | 75 | 0.0058
critical path, cell delays in order (launching register included):
cell             delay (ps)
edfxtp_1                400
buf_12                  420
buf_12                  520
buf_4                   710
buf_4                   550
mux4_2                  330
mux2i_1                 170
o32a_1                  350
nand4_1                 280
nand4_1                 200
a211oi_1               1030
buf_4                   250
clkdlybuf4s50_1         460
kinds of logic (layout without fill, tap and decap cells):
group	Yosys count	in the layout	synth area share
AOI/OAI and AO/OA	415	415	0.0369
xor gates and xnor gates	6	6	0.000651
adders and majority gates	4	4	0.000620
buffers and inverters	255	540	0.0202
DFF	2056	2056	0.765
muxes	719	719	0.144
other	0	5	0
and+or+nand+nor	578	578	0.0323
metal layers:
metal | GRT usage | up-vias | part of all wire
li1 | - | 17100 | -
met1 | 0.197 | 20900 | 0.34
met2 | 0.255 | 2258 | 0.47
met3 | 0.110 | 418 | 0.14
met4 | 0.0665 | 6 | 0.048
met5 | 0 | - | 0.00021
worst paths after layout:
| check | endpoint | slack (ps) | cells past startpoint |
|---|---|---|---|
| setup / recovery | data_out[5] | 33460 | 12 |
| hold / removal | addr[6] | 940 | 1 |
| setup reg to reg | mem[148][1] | 44240 | 10 |
| hold reg to reg | addr[6] | 940 | 1 |
final cells by class:
| type | instances | area, um2 | area share |
|---|---|---|---|
| Timing Repair Buffer | 176 | 1520 | 0.0166 |
| Inverter | 9 | 41.3 | 0.000452 |
| Clock buffer | 229 | 5010 | 0.0548 |
| Antenna cell | 5 | 12.5 | 0.000137 |
| Tap cell | 3552 | 4440 | 0.0486 |
| Sequential cell | 2056 | 61700 | 0.676 |
| Clock inverter | 126 | 1170 | 0.0128 |
| Multi-Input combinational cell | 1722 | 17500 | 0.191 |
Power is estimated from default activity; no workload was simulated.
