## design/flow/config.mk

```make
export PLATFORM = sky130hd
export DESIGN_NAME = distance1
export DESIGN_NICKNAME = distance1
export VERILOG_FILES = /design/flow/design.v
export SDC_FILE = /design/flow/constraint.sdc
export NUM_CORES = 4
export LEC_CHECK = 1
export CORE_AREA = 10 10 72 72
export DIE_AREA = 0 0 82 82
```

## design/flow/constraint.sdc

```tcl
current_design distance1

set clk_period 4.9
set clk_io_pct 0.2

create_clock -name clk0 -period $clk_period [get_ports {CLK}]

set non_clock_inputs [all_inputs -no_clocks]
set_input_delay [expr $clk_period * $clk_io_pct] -clock clk0 $non_clock_inputs
set_output_delay [expr $clk_period * $clk_io_pct] -clock clk0 [all_outputs]
```

## design/flow/design.v

```verilog
`timescale 1ns / 1ps
module distance1(
  input CLK,
  input RST,
  input [7:0] SIG_IN,
  input [7:0] SIG_OUT,
  output [7:0] NUMBER,
  output [7:0] RED_SIG
);
  integer i ;
  reg[7:0] sign_in;
  reg[7:0] sign_out;
  always @(posedge CLK) begin
    sign_in[7:0] <= SIG_IN[7:0];
    sign_out[7:0] <= SIG_OUT[7:0];
  end
  reg [15:0] bit_err; 
  reg [7:0] signal;
  always @(CLK)
  begin
    bit_err = 8'b0;
    for (i=0;i<8;i=i+1) begin
      if (sign_in[i] == sign_out[i]) begin
        bit_err = bit_err + 8'b0;
      end else begin
        bit_err = bit_err + 8'b1;
      end
    end
	 if((bit_err == 1) ||(bit_err ==2) ||(bit_err ==0) )
	  begin
	   signal = sign_out;
		end
		else
		signal = 8'b0;
  end
   assign NUMBER = bit_err; 
	assign RED_SIG = signal;
endmodule 
```

## design/flow/run.sh

```bash
#!/bin/bash
# OpenROAD 26Q1-2900-gdf79404cd8, Yosys 0.63+post, stock flow scripts
make -C /OpenROAD-flow-scripts/flow DESIGN_CONFIG=/design/flow/config.mk WORK_HOME=/design/flow/orfs finish
```

==> flow_summary.ini <==
; flow metrics
[run_status]
status = complete, but fails checks
violations = setup timing

[synthesis]
synthTopCellsByArea = dfxtp_1 22%, ha_1 6.0%, nor2_1 5.4%
synth_flops = 16
yosys.area.top_type = dfxtp_1
yosys_area_sq_um = 1460
top_cell = nor2_1
syn_area_sq_um = 1460
yosysCellCount = 168
ys_types = 46
ys.flop_type = dfxtp_1
postSynthSeqShare_pct = 22.0
common_cells = 21 x nor2_1, 17 x nand2_1, 16 x dfxtp_1, 12 x nor4_1, 10 x a211oi_1
edf_count = 0
top_area_share_pct = 22.0
async_flop_share_pct = 0
yosys_warnings = 1
syn_avg_cell_area_sq_um = 8.68
synthCells = 168

[setup_path]
crit_type = reg -> out
startpoint = sign_out[0]
worst_setup_path_start_kind = register
critPathMaxFanout = 5
arrival_ps = 4840
endpoint_kind = primary output
cp_data_required_time_ps = 3920

[floorplanning]
row_count = 22
fp.dieW_um = 82
fp_util_pct = 39.6
die_y_um = 82
dieArea_sq_um = 6720
ioPinCount = 34
core_sq_um = 3690

[final_timing]
hold_viol = 0
rsz0062_at_grt = yes
worst_pin_slew_ps = 982
timing.slew.headroom_pct = 34.1
max_freq_mhz = 172
setup_violations = 11
fin_crit_sh_pct = 119
period_minus_slack_ps = 5820
maxSlewViolCount = 0
setup_ws_ps = -920

[power]
power_density_nw_per_um2 = 523
leakage_nw = 0.992
peakVddDrop_mv = 0.342
p_total_w = 0.00122

[clock_network]
numCtsBuffers = 3
ctsHoldBuffers = 0
ctsLongestPathBuffers = 2
cts.clk_slew.worst_paths_ps = 60
h-tree-depth = 1
root_buffer = clkbuf_8
clock_sinks = 16
cts_tree = done

[finish]
fillerInstances = 303
layout-drive-gt1-share_pct = 46.6
area_delta_synth_final_pct = 60.4
fin_util_pct = 63.4

[global_routing]
antenna_found_initial = 0
grt_pass1_vias = 1448
grt_pass1_wl_mm = 6.58
grt.total_usage_pct = 11.9
grt_max_degree = 10
grt_overflow = 0

[worst_hold_path]
hp-class = in -> reg
min_from = SIG_IN[0]

[drt]
ant_nets = 0
diodes = 0
routedWlPerCell_um = 12.8
wirelength_mm = 3.80
vias = 1525
drt_pass1_iterations = 4
drc = 0
vias_per_cell = 5.13
drt_iter0_drc = 93

[placed_design]
hpwl_mm = 2.97
io_buffer_count = 29
dp_slack_ps = -1000
gp_congestion = 0.813

[flow_run]
maxCapViolations = 0
warning_count = 30
## cells by family after synthesis
| kind of cell | synth area share (%) |
|---|---|
| other | 0.257 |
| AND/OR/NAND/NOR | 21.8 |
| XOR/XNOR | 22.9 |
| adder cells (fa/ha/maj) | 6.00 |
| flip-flops | 22.0 |
| AND-OR/OR-AND | 21.7 |
| multiplexers | 1.54 |
| buffers and inverters | 3.86 |
## worst paths after layout
path,slack (ps),depth (start not counted),to
worst max-delay path,-920,27,RED_SIG[3]
worst min-delay path,1170,1,sign_in[0]
## layout make-up
| type | instances | area, sq um | share of cell area (%) |
|---|---|---|---|
| Tap cell | 48 | 60.1 | 2.57 |
| Multi-Input combinational cell | 142 | 1250 | 53.5 |
| Clock buffer | 3 | 41.3 | 1.76 |
| Sequential cell | 16 | 324 | 13.9 |
| Timing Repair Buffer | 80 | 632 | 27.0 |
| Inverter | 8 | 30.0 | 1.28 |
## layout by cell type, fill, tap and decap left out, types with 2 or more instances in the layout
master           instances
ha_4                     3
inv_2                    3
a311oi_2                 2
conb_1                   3
xor2_2                   2
clkbuf_8                 3
clkdlybuf4s50_1         17
nand2_2                  8
buf_2                    8
buf_4                   48
nand4_1                  3
nor2_2                   4
o22ai_1                  2
o211ai_1                 5
nor2_4                   2
a211o_1                  2
dfxtp_1                 13
xor2_1                   9
clkbuf_2                 2
a211oi_2                 3
a211oi_1                 7
nand2_1                 10
dlygate4sd2_1            2
inv_1                    5
ha_1                     4
nor2_1                  15
a21oi_1                  3
buf_6                    3
xnor2_2                  3
nand3_1                  4
dfxtp_2                  3
xnor2_4                  2
nor4_2                   2
xnor2_1                  7
xnor3_2                  2
nor4_1                  10
## per-stage QoR
step           hold slack, ps  instance area, sq um  setup TNS [ps]  cells
2_1_floorplan            1010                  1500           -2090    170
3_3_place_gp             1430                  2090           -8150    279
3_5_place_dp             1430                  2090           -9240    279
4_1_cts                  1170                  2220          -10440    291
5_1_grt                  1170                  2340          -11670    297
6_report                 1170                  2340           -8030    297
## worst max-delay path, cell delays in order (launching register included)
cell      delay, ps
dfxtp_2         330
xnor2_2         150
ha_1            310
xor3_2          310
xor2_1          160
a21oi_1         140
ha_1            260
nand2_2          80
nand2_2          70
ha_4            290
nor2_4           40
a31oi_1         160
ha_1            270
and2_4          160
nor2_4          110
inv_2            50
ha_4            150
inv_2            60
o211ai_1        160
nor4_1          220
nor4_1           80
and4_2          280
a311oi_4        270
buf_6           160
buf_6           100
nand2_1          40
nor2_1           80
buf_2           100
## what timing repair did
action | CTS | global route
buffers inserted | 9 | 7
hold endpoints to repair | 0 | 0
gates resized | 45 | 23
setup endpoints to repair | 12 | 12
pin swaps | 20 | 25
## registers in the layout, summed over array words and instances (netlist names)
name and count:
sign_in 8, sign_out 8
## power breakdown
| group | internal, W | switching, W | leakage (nW) |
|---|---|---|---|
| sequential | 0.000138 | 0.00000701 | 0.135 |
| combinational | 0.000536 | 0.000451 | 0.835 |
| clock | 0.0000543 | 0.0000376 | 0.0216 |
| total | 0.000728 | 0.000495 | 0.992 |
## layer usage
metal | up-vias | GRT usage, % | share of wire, %
met1 | 705 | 17.2 | 49
met5 | - | 0 | 0
met4 | 0 | 0.850 | 0
li1 | 783 | - | -
met2 | 37 | 18.3 | 45
met3 | 0 | 3.30 | 6.2
Power and IR drop assume default switching activity.
